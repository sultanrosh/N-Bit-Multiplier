$ cat flow/design.v
module NBitMultiplierWithBCD #(
  parameter N = 8                       
)(
  input wire clk,                       
  input wire reset,                     
  input wire [N-1:0] A,                 
  input wire [N-1:0] B,                 
  output reg [2*N-1:0] bin_product,     
  output reg [3:0] BCD_0,               
  output reg [3:0] BCD_1,               
  output reg [3:0] BCD_2,               
  output reg [3:0] BCD_3                
);
  localparam ADD_THREE = 4'b0011;             
  localparam PRODUCT_WIDTH = 2 * N;           
  reg [PRODUCT_WIDTH-1:0] shift_reg;          
  reg [3:0] bcd_array [3:0];                  
  reg [7:0] count;                            
  reg running;                                
  always @(posedge clk or posedge reset) begin
    if (reset) begin
      bin_product <= 0;                       
      running <= 0;                           
      count <= 0;                             
      BCD_0 <= 0; BCD_1 <= 0; BCD_2 <= 0; BCD_3 <= 0;  
    end else begin
      bin_product <= A * B;                   
      running <= 1;                           
      count <= 0;                             
      shift_reg <= A * B;                     
      bcd_array[0] <= 0;                      
      bcd_array[1] <= 0;
      bcd_array[2] <= 0;
      bcd_array[3] <= 0;
    end
  end
  always @(posedge clk) begin
    if (running) begin
      integer i;
      for (i = 0; i < 4; i = i + 1) begin
        if (bcd_array[i] >= 5)                
          bcd_array[i] <= bcd_array[i] + ADD_THREE;  
      end
      bcd_array[3] <= {bcd_array[3][2:0], bcd_array[2][3]};           
      bcd_array[2] <= {bcd_array[2][2:0], bcd_array[1][3]};           
      bcd_array[1] <= {bcd_array[1][2:0], bcd_array[0][3]};           
      bcd_array[0] <= {bcd_array[0][2:0], shift_reg[PRODUCT_WIDTH-1]};  
      shift_reg <= {shift_reg[PRODUCT_WIDTH-2:0], 1'b0};              
      count <= count + 1;                                            
      if (count == PRODUCT_WIDTH - 1) begin                          
        running <= 0;                                                
        BCD_0 <= bcd_array[0];
        BCD_1 <= bcd_array[1];
        BCD_2 <= bcd_array[2];
        BCD_3 <= bcd_array[3];
      end
    end
  end
endmodule
$ cat flow/run.sh
#!/bin/bash
# OpenROAD 26Q1-2900-gdf79404cd8, Yosys 0.63+post, stock flow scripts
make -C /OpenROAD-flow-scripts/flow DESIGN_CONFIG=/design/flow/config.mk WORK_HOME=/design/flow/orfs finish
$ cat flow/config.mk
export PLATFORM = sky130hd
export DESIGN_NAME = NBitMultiplierWithBCD
export DESIGN_NICKNAME = NBitMultiplierWithBCD
export VERILOG_FILES = /design/flow/design.v
export SDC_FILE = /design/flow/constraint.sdc
export NUM_CORES = 4
export LEC_CHECK = 1
export CORE_UTILIZATION = 30
$ cat flow/constraint.sdc
current_design NBitMultiplierWithBCD

set clk_period 1.0
set clk_io_pct 0.2

create_clock -name clk0 -period $clk_period [get_ports {clk}]

set non_clock_inputs [all_inputs -no_clocks]
set_input_delay [expr $clk_period * $clk_io_pct] -clock clk0 $non_clock_inputs
set_output_delay [expr $clk_period * $clk_io_pct] -clock clk0 [all_outputs]
==> reports/qor.yml <==
status: "complete, but fails checks"
violations: "negative setup slack"
ctsRootBufferMaster: "sky130_fd_sc_hd__clkbuf_8"
syn_area_um2: 2640
fin_cells: 476
synth.cells.most_frequent: "50 x sky130_fd_sc_hd__inv_1, 47 x sky130_fd_sc_hd__and2_1, 36 x sky130_fd_sc_hd__fa_1, 36 x sky130_fd_sc_hd__ha_1, 23 x sky130_fd_sc_hd__nand2_1"
clkTransAtPathRegs_ns: 0.06
place.gp.congestion: 0.877
maxCapViolCount: 0
first_iteration_detailed_routing_drc_count: 24
drt.antenna.violating_nets: 0
grt_pass1_wl_mm: 8.89
final_core_utilization_pct: 46.1
synthArstFlopShare_pct: 100
setup-violations-final: 14
post_drt_via_cell_ratio: 4.33
largest_registers: "bin_product (16)"
ys.flop_type: "sky130_fd_sc_hd__dfrtp_1"
tritoncts: "done"
grt_antenna_before_repair: 0
die_height_um: 95.7
wire_per_inst_um: 11.2
holdBufCountCts: 0
top_cells_by_area: "sky130_fd_sc_hd__fa_1 27%, sky130_fd_sc_hd__ha_1 17%, sky130_fd_sc_hd__dfrtp_1 15%, sky130_fd_sc_hd__and2_1 11%, sky130_fd_sc_hd__inv_1 7.1%"
core_area_um2: 8340
worst-path-max-fanout: 4
final_layout_size_suffix_gt1_share_pct: 41.2
largest_register_ff_count: 16
post-dp-hpwl_mm: 4.60
cts-buffers-inserted: 3
netlist.top_cell.by_instances: "sky130_fd_sc_hd__inv_1"
cp-end-kind: "flop"
clockBufferDepth: 2
finalHoldViolCount: 0
die_area_um2: 9160
vias_in_the_first_global_route: 2067
post-route-min-period_ns: 3.55
finalMaxSlewViolations: 0
htree_levels: 1
numSynthFlops: 16
internal_power_mw: 4.32
placement.io_buffers: 33
startpoint_to_endpoint_class_of_the_critical_path: "input port to flop"
hold_path_class: "input port to async pin"
net-switching-power_mw: 2.65
power.share.sequential_pct: 14.4
leakage_nw: 1.97
post-synth-top-area-fraction_pct: 27.4
synth-edff-count: 0
largest_area_cell: "sky130_fd_sc_hd__fa_1"
clock-sinks: 16
postSynthAreaPerCell_um2: 9.51
warnings: 28
whs_ns: 0.261
detailedRoute.firstPassIterationCount: 4
power_mw: 6.97
syn2layout_area_growth_pct: 45.9
drc_errors: 0
postSynthCellCount: 277
vdd_ir_max_mv: 0.881
post_synth_num_cell_types: 31
p_comb_share_pct: 78.9
most_flop_heavy_register: "bin_product"
finalWorstSetupSlack_ns: -2.55
row_count: 33
synth_seq_share_pct: 15.2
fp_util_pct: 31.6
ys_warnings: 75
antenna_cells: 0
power.density_cell_area_nw_per_um2: 1810
yosys.stat.chipArea_um2: 2640
largest_net_degree_at_the_start_of_global_routing: 17
rsz_0062_raised_after_global_routing: "true"
grt.overflow.total: 0
worstSetupStartpointType: "input port"
vias: 2061
synth-cells-yosys: 277
sw_share_pct: 38.0
pin_count: 50
worstPathArrival_ns: 3.72
achievable-frequency_ghz: 0.282
wirelength_mm: 5.34
min_period_over_period_pct: 355
dieWidth_um: 95.7
place.detailed.instances: 462
clock_power_share_pct: 6.7
grt_util_all_layers_pct: 12.6
worst-endpoint-required_ns: 1.17
[power groups by stage]
stage                 registers (mW)  clock network [mW]  logic (mW)
final                           1.00               0.466        5.50
after global routing            1.04               0.509        6.13
after CTS                       1.02               0.479        5.26
[metrics by stage]
| stage | cell area (µm²) | setup WS (ns) | setup TNS [ns] |
|---|---|---|---|
| 2_1_floorplan | 2870 | -2.58 | -26.77 |
| 3_3_place_gp | 3580 | -3.25 | -38.39 |
| 3_5_place_dp | 3580 | -3.30 | -38.69 |
| 4_1_cts | 3790 | -2.55 | -28.17 |
| 5_1_grt | 3840 | -2.66 | -29.72 |
| 6_report | 3840 | -2.55 | -28.47 |
[worst max path at each step]
| stage | from | to | slack, ns |
|---|---|---|---|
| final | A[5] | bin_product[12] | -2.55 |
| after global routing | A[5] | bin_product[15] | -2.66 |
| after CTS | A[5] | bin_product[15] | -2.55 |
[cell usage in the layout (no fill, tap or decap), drive strengths merged, types with 4 or more instances in the layout]
master	n
and2	48
dfrtp	16
conb	16
o21a	4
a21oi	5
clkbuf	16
ha	36
buf	73
clkdlybuf4s15	4
fa	36
xor2	4
xnor2	7
nor2	6
inv	50
nand2	23
[layout make-up]
cell class | count | area [µm²]
Fill cell | 768 | 4500
Multi-Input combinational cell | 210 | 2270
Timing Repair Buffer | 92 | 812
Sequential cell | 16 | 400
Inverter | 50 | 188
Tap cell | 105 | 131
Clock buffer | 3 | 41.3
[layer usage]
layer / track usage, % / vias up / part of all wire (%)
met3: 2.17 / 0 / 3.1
met1: 20.1 / 1000 / 50
met2: 19.5 / 32 / 47
li1: - / 1029 / -
met5: 0 / - / 0
met4: 0.249 / 0 / 0
[critical path, stage by stage]
cell and delay (ns):
sky130_fd_sc_hd__buf_8 0.10, sky130_fd_sc_hd__and2_4 0.15, sky130_fd_sc_hd__fa_1 0.53, sky130_fd_sc_hd__inv_1 0.05
sky130_fd_sc_hd__fa_2 0.52, sky130_fd_sc_hd__inv_2 0.04, sky130_fd_sc_hd__fa_1 0.49, sky130_fd_sc_hd__inv_1 0.05
sky130_fd_sc_hd__fa_1 0.49, sky130_fd_sc_hd__inv_2 0.04, sky130_fd_sc_hd__ha_4 0.16, sky130_fd_sc_hd__a211o_1 0.28
sky130_fd_sc_hd__o211ai_1 0.25, sky130_fd_sc_hd__nor3b_2 0.23, sky130_fd_sc_hd__xnor2_1 0.14
[logic make-up (layout without fill, tap and decap cells)]
group | Yosys count | in the layout | share of synthesized area [%]
and+or+nand+nor | 88 | 88 | 18.4
buffers and inverters | 66 | 145 | 11.7
adders and majority gates | 72 | 72 | 44.4
xor gates and xnor gates | 11 | 11 | 3.66
AOI/OAI and AO/OA | 23 | 23 | 6.51
other | 1 | 16 | 0.142
DFF | 16 | 16 | 15.2
[timing repair]
| action | in CTS | in global routing |
|---|---|---|
| gates resized | 152 | 30 |
| setup endpoints to repair | 31 | 26 |
| setup buffers | 6 | 5 |
| pin swaps | 45 | 32 |
